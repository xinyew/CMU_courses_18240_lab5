==> design/flow/design.v <==
typedef enum logic[3:0]{  
   F_A_PLUS_B    = 4'b0000,
   F_A_MINUS_B   = 4'b0001,
   F_A           = 4'b0010,
   F_B           = 4'b0011,
   F_A_PLUS_2    = 4'b0100,
   F_A_LT_B      = 4'b0101,
   F_A_NOT       = 4'b1000,
   F_A_AND_B     = 4'b1001,
   F_A_OR_B      = 4'b1010,
   F_A_XOR_B     = 4'b1011,
   F_A_SHL       = 4'b1100,
   F_A_LSHR      = 4'b1110,
   F_A_ASHR      = 4'b1111,
   F_UNDEF       = 4'bxxxx
} alu_op_t;  
typedef enum logic [1:0]{  
   MUX_REG       = 2'b00,
   MUX_PC        = 2'b01,
   MUX_MDR       = 2'b10,
   MUX_UNDEF     = 2'bxx
} alu_mux_t;  
typedef enum logic [2:0]{  
   DEST_REG      = 3'b000,
   DEST_PC       = 3'b001,
   DEST_MDR      = 3'b010,
   DEST_MAR      = 3'b011,
   DEST_IR       = 3'b100,
   DEST_NONE     = 3'b111,
   DEST_UNDEF    = 3'bxxx
} dest_sel_t;  
typedef enum logic{  
   MEM_RD        = 1'b0,
   NO_RD         = 1'b1
} rd_enable_t;  
typedef enum logic{  
   MEM_WR        = 1'b0,
   NO_WR         = 1'b1
} wr_enable_t;  
typedef enum logic{  
   LOAD_CC       = 1'b0,
   NO_LOAD       = 1'b1
} cond_code_t;  
typedef enum logic [6:0] {
   ADD32 = 7'b011_0010,
   ADD32_1 = 7'b011_0011,
   FETCH  = 7'b000_1001, 
   FETCH1 = 7'b000_1010, 
   FETCH2 = 7'b000_1011, 
   DECODE = 7'b000_1111, 
   STOP   = 7'b111_1111, 
   STOP1  = 7'b100_0001, 
   ADD    = 7'b000_0000,
   SUB    = 7'b000_1000,
   ADDI   = 7'b001_1000, 
   ADDI1  = 7'b001_1001, 
   ADDI2  = 7'b001_1010, 
   AND    = 7'b100_1000,
   NOT    = 7'b100_0000,
   OR     = 7'b101_0000,
   XOR    = 7'b101_1000,
   SLT    = 7'b010_1000,
   SLT1   = 7'b010_1101,
   SLTI   = 7'b010_1001,
   SLTI1  = 7'b010_1010,
   SLTI2  = 7'b010_1011,
   SLTI3  = 7'b010_1100,
   SLL    = 7'b110_0000,
   SLLI   = 7'b110_0001,
   SLLI1  = 7'b110_0010,
   SLLI2  = 7'b110_0011,
   SRA    = 7'b111_1000,
   SRAI   = 7'b111_1001,
   SRAI1  = 7'b111_1010,
   SRAI2  = 7'b111_1011,
   SRL    = 7'b111_0000, 
   SRLI   = 7'b111_0001,
   SRLI1  = 7'b111_0010,
   SRLI2  = 7'b111_0011,
   MV     = 7'b001_0000, 
   LW     = 7'b001_0100,
   LW1    = 7'b001_0101,
   LW2    = 7'b001_0110,
   LW3    = 7'b001_0111,
   LW4    = 7'b001_1011,
   SW     = 7'b001_1100,
   SW1    = 7'b001_1101,
   SW2    = 7'b001_1110,
   SW3    = 7'b001_1111,
   SW4    = 7'b010_0000,
   BRA    = 7'b111_1100, 
   BRA1   = 7'b111_1101, 
   BRA2   = 7'b111_1110, 
   BRN    = 7'b100_1100, 
   BRN1   = 7'b100_1101, 
   BRN2   = 7'b100_1110,
   BRN3   = 7'b100_1111, 
   BRZ    = 7'b110_0100, 
   BRZ1   = 7'b110_0101, 
   BRZ2   = 7'b110_0110, 
   BRZ3   = 7'b110_0111, 
   BRC    = 7'b101_0100, 
   BRC1   = 7'b101_0101, 
   BRC2   = 7'b101_0110, 
   BRC3   = 7'b101_0111, 
   BRV    = 7'b101_1100, 
   BRV1   = 7'b101_1101, 
   BRV2   = 7'b101_1110, 
   BRV3   = 7'b101_1111, 
   BRNZ   = 7'b110_1100,
   BRNZ1  = 7'b110_1101,
   BRNZ2  = 7'b110_1110,
   BRNZ3  = 7'b110_1111,
   UNDEF  = 7'bxxx_xxxx
} opcode_t;
typedef struct packed 
{
   alu_op_t alu_op;
   alu_mux_t srcA;
   alu_mux_t srcB;
   dest_sel_t dest;
   cond_code_t lcc_L;
   rd_enable_t re_L;
   wr_enable_t we_L;
} controlPts;
module alu (
   output logic [15:0] out,
   output logic [3:0]  condCodes,
   input [15:0]      inA,
   input [15:0]      inB,
   input  alu_op_t      opcode);
   logic Z, C, N, V;
   always_comb begin
      Z = 0;
      C = 0;
      N = 0;
      V = 0;
      case (opcode)
         F_A_PLUS_B : begin
            {C, out} = inA + inB;                      
            V = (inA[15] & inB[15] & ~out[15]) | (~inA[15] & ~inB[15] & out[15]);
         end
         F_A_MINUS_B : begin
            out = inA - inB;                           
            C = (inB >= inA);
            V = (inA[15] & ~inB[15] & ~out[15]) | (~inA[15] & inB[15] & out[15]);
         end
         F_A : begin
            out = inA;                                 
         end
         F_B : begin
            out = inB;                                 
         end
         F_A_PLUS_2 : begin
            {C, out} = inA + 2;                        
            V = (inA[15] & ~out[15]);
         end
         F_A_LT_B: begin                               
            if (inA[15] == inB[15])
               out = inA < inB;
            else if(inA[15] && !inB[15])  
               out = 1;
            else
               out = 0;
         end
         F_A_NOT : begin
            out = ~inA;                                
         end
         F_A_AND_B : begin
            out = inA & inB;                           
         end
         F_A_OR_B : begin
            out = inA | inB;                           
         end
         F_A_XOR_B : begin
            out = inA ^ inB;                           
         end
         F_A_SHL : begin
            out = inA << inB;
         end
         F_A_LSHR : begin
            out = inA >> inB;
         end
         F_A_ASHR : begin
            out = $signed(inA) >>> inB;
	 end
         default: out = inA;
      endcase
      N = out[15];
      Z = (out === 16'h0000)?1:0;
      condCodes = {Z, C, N, V};
   end
endmodule
==> design/flow/run.sh <==
#!/bin/bash
# OpenROAD 26Q1-2900-gdf79404cd8, Yosys 0.63+post, stock flow scripts
make -C /OpenROAD-flow-scripts/flow DESIGN_CONFIG=/design/flow/config.mk WORK_HOME=/design/flow/orfs finish
==> design/flow/config.mk <==
export PLATFORM = sky130hd
export DESIGN_NAME = alu
export DESIGN_NICKNAME = alu
export VERILOG_FILES = /design/flow/design.v
export SDC_FILE = /design/flow/constraint.sdc
export NUM_CORES = 4
export LEC_CHECK = 1
export CORE_UTILIZATION = 30
==> design/flow/constraint.sdc <==
current_design alu

set clk_period 16.6
set clk_io_pct 0.2

create_clock -name clk0 -period $clk_period

set non_clock_inputs [all_inputs -no_clocks]
set_input_delay [expr $clk_period * $clk_io_pct] -clock clk0 $non_clock_inputs
set_output_delay [expr $clk_period * $clk_io_pct] -clock clk0 [all_outputs]
==> ci_impl_report.md <==
## PnR job results

| Metric | Value |
|---|---|
| DR vias/cell | `6.27` |
| Vias in the first global route | `6,522` |
| Mean Syn Cell Area | `6.74 um^2` |
| Synth logic family | `AND-OR/OR-AND gates` |
| Met3 routed WL | `2850 um` |
| # setup viols final | `0` |
| Switching power | `0.000125 W` |
| Gr ovfl total | `0` |
| Slew @ Worst Pin | `828 ps` |
| PostCTS Resize Cnt | `0` |
| RSZ-0062 raised after global routing | `no` |
| Worst hold margin | `7870 ps` |
| Filler cells | `2,107` |
| Pwr Total | `0.000208 W` |
| Largest net degree at the start of global routing | `55` |
| Worst rel slew slack | `44.6%` |
| Port buffer count | `56` |
| Post-Syn Area | `5950 um^2` |
| Sequential power share | `0%` |
| Peak Freq | `82.8 MHz` |
| HPWL after detailed placement | `20,600 um` |
| Post-Synth AOI/OAI Area | `34.4%` |
| GRT Overall Usage | `27.4%` |
| Register area | `0 um^2` |
| Clk pwr share | `0%` |
| Hold crit path type | `primary input to output pin` |
| Pint | `0.0000826 W` |
| Status | `completed` |
| Placer Congestion | `1.04` |
| Switching Share | `60.3%` |
| Setup bufs post-CTS | `0` |
| Post-Route WL | `27,200 um` |
| Flop count | `0` |
| Row count | `51` |
| Area growth, synth to finish | `9.02%` |
| WHS Endpoint | `out[8]` |
| FP Core Util | `30.6%` |
| CP Cell Sequence | `clkdlybuf4s50_1 > inv_1 > ha_1 > or4_1 > o211ai_2 > a21oi_1 > o311ai_0 > a31oi_1 > or3_1 > nor4_1 > and4bb_1 > and4b_1 > clkdlybuf4s50_1` |
| Period Utilization, post-route | `72.7%` |
| Routed met2 length | `11,500 um` |
| YS chip area | `5950 um^2` |
| Number of antenna violations at the first check in global routing | `0` |
| Distinct lib cells | `93` |
| CP Launch Type | `primary input` |
| Max-slew violation count | `0` |
| Cells after Synth | `882` |
| Power per cell area | `32.1 nW/um^2` |
| Yosys simple share | `25.9%` |
| Met1 Wirelength | `11,400 um` |
| Core Area | `19,500 um^2` |
| Drt drc | `0` |
| Average wire per standard cell | `23.9 um` |
| Worst Path Arrival | `8750 ps` |
| Inserted Diodes | `0` |
| Setup TNS | `0 ps` |
| Worst Path Required | `13,280 ps` |
| Synth warnings | `1` |
| Most used cell, CP | `clkdlybuf4s50_1` |
| Post-CTS Hold Buffers | `0` |
| Tool warnings | `69` |
| Final core utilization | `33.3%` |
| Yosys cell count | `882` |
| CP max-delay cell | `clkdlybuf4s50_1` |
| Combinational power share | `100.0%` |
| Top Ports | `56` |
| Post-synthesis adder-cell area fraction | `12.2%` |
| Clock buffer count | `0` |
| Fin crit period | `12,070 ps` |
| Share of cells above drive strength 1 | `9.87%` |
| Worst setup EP type | `output pin` |
| Hold_sp | `inA[8]` |
| Final Hold Violating Endpoints | `0` |
| Die Y | `143 um` |
| Worst Path Max Fanout | `15` |
| Die footprint | `20,400 um^2` |
| Crit Path Category | `primary input to output pin` |
| 1st-iter DRT viols | `782` |
| ANT nets after route | `0` |
| Hold depth | `5` |
| XORs/XNORs by Area | `3.24%` |
| Via count | `7,118` |
| Die span in x | `143 um` |
| Mux frac, synth | `12.9%` |
| CP Launch Point | `inA[5]` |
| Max-Cap Viols | `0` |
| Commonest Layout Cell | `nor2_1` |
| First drt pass iteration count | `6` |
| Worst VDD drop | `11.9 uV` |
| Leakage | `2.44 nW` |
| First-pass GRT wire length | `41,400 um` |
| Seq share, synth | `0%` |
| Largest stage delay on the critical path | `860 ps` |
| Top cells excl fill/tap | `nor2_1, nand2_1, ha_1` |
| DR top layer | `met4` |
## worst max path at each step
stage	to	cells after the start
after CTS	condCodes[3]	13
after global routing	condCodes[3]	13
final	condCodes[3]	13
## critical path, delay by kind of cell
kind	cells	cell delay [ps]
compound gates	4	1340
fa+ha+maj	1	510
buf+inv	3	1550
simple gates	5	2010
## synth_stat cells, types with 21 or more instances
master,number,area share (%)
nand3_1,34,2.9
nand2_1,68,4.3
o22ai_1,27,2.8
a21oi_1,54,4.5
clkbuf_1,40,2.5
mux2i_1,36,6.1
nor2_1,100,6.3
inv_1,46,2.9
o21ai_0,54,4.5
ha_1,55,12
xnor2_1,21,3.1
nor3_1,24,2.0
## metal layers
| metal | global-route usage (%) | vias up |
|---|---|---|
| li1 | - | 3264 |
| met1 | 37.8 | 3290 |
| met2 | 40.6 | 471 |
| met3 | 6.49 | 93 |
| met4 | 12.3 | 0 |
| met5 | 0 | - |
## logic make-up (layout without fill, tap and decap cells)
family / Yosys count / count (layout)
multiplexers: 61 / 61
XOR/XNOR: 22 / 22
buffers and inverters: 137 / 126
adder cells (fa/ha/maj): 57 / 57
AND/OR/NAND/NOR: 313 / 313
AND-OR/OR-AND: 292 / 292
## power groups by stage
stage         logic (W)  registers [W]  clock network [W]
finish         0.000208              0                  0
global route   0.000224              0                  0
CTS            0.000203              0                  0
## area by class of cell
type               count  area, um^2  area share [%]
inverters             51         191            2.95
multi-input cells    745        5270            81.3
repair buffers        75         688            10.6
well taps            265         332            5.11
## through the flow
step | instances | cell area [um^2] | setup WS [ps]
after floorplan | 882 | 5950 | 6630
after global placement | 1136 | 6480 | 4790
after detailed placement | 1136 | 6480 | 4580
after CTS | 1136 | 6480 | 4590
after global routing | 1136 | 6480 | 4330
final | 1136 | 6480 | 4530
Power is estimated from default activity; no workload was simulated.
